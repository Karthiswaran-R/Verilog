<file path="flow/run.sh">
#!/bin/bash
# OpenROAD 26Q1-2900-gdf79404cd8, Yosys 0.63+post, stock flow scripts
make -C /OpenROAD-flow-scripts/flow DESIGN_CONFIG=/design/flow/config.mk WORK_HOME=/design/flow/orfs finish
</file>
<file path="flow/config.mk">
export PLATFORM = sky130hd
export DESIGN_NAME = RAM_4x4
export DESIGN_NICKNAME = RAM_4x4
export VERILOG_FILES = /design/flow/design.v
export SDC_FILE = /design/flow/constraint.sdc
export NUM_CORES = 4
export LEC_CHECK = 1
export CORE_AREA = 10 10 96 96
export DIE_AREA = 0 0 106 106
</file>
<file path="flow/constraint.sdc">
current_design RAM_4x4

set clk_period 2.1
set clk_io_pct 0.2

create_clock -name clk0 -period $clk_period [get_ports {clk}]

set non_clock_inputs [all_inputs -no_clocks]
set_input_delay [expr $clk_period * $clk_io_pct] -clock clk0 $non_clock_inputs
set_output_delay [expr $clk_period * $clk_io_pct] -clock clk0 [all_outputs]
</file>
<file path="flow/design.v">
module RAM_4x4(input wire clk,input wire en,input wire [1:0]addr,input wire [3:0]din,output reg [3:0]dout);
reg [3:0] mem [3:0];
integer i;
initial begin
for (i = 0; i < 4; i = i + 1) 
mem[i] = 4'b0000;
end
always@(posedge clk) 
begin
if(en)
mem[addr]<=din;
else 
dout<=mem[addr];
end
endmodule
</file>
==> impl_metrics.py <==
# Synthesis and PnR figures
metrics = {
    "worst_setup_path": {
        "endpoint_kind": "flip-flop",
        "cp_top_family": "buffers and inverters",
        "crit_type": "input pin to flip-flop",
        "crit_buf_inv": 1,
        "worstPathCellList": "clkdlybuf4s50_1, mux4_2",
        "crit_path_start_kind": "input pin",
        "slowest_stage": "clkdlybuf4s50_1",
        "r2r_cells": 1,
        "cp.required_ns": 2.08,
        "worst-path-stages": 2,
        "slowest_delay_ns": 0.71,
        "critical_path_peak_fanout": 8,
        "worst_ep_arrival_time_ns": 1.70,
    },
    "floorplan": {
        "die_w_um": 106,
        "fp_util": 0.103,
        "die_y_um": 106,
        "die_area_mm2": 0.0112,
        "num_io_pins": 12,
        "core-area_mm2": 0.00721,
        "rows": 31,
    },
    "power": {
        "clkPwrFrac": 0.303,
        "p_int_mw": 0.626,
        "power.switching_mw": 0.127,
        "sequentialPowerShare": 0.622,
        "p_leak_nw": 0.306,
        "comb_power_share": 0.075,
        "peakVddDrop_v": 0.000166,
        "total_power_mw": 0.754,
        "power_density_mw_per_mm2": 745,
        "power.share.switching": 0.169,
    },
    "drt": {
        "drtIter0Drc": 16,
        "wl_met1_um": 617,
        "dr_total_vias": 333,
        "wl_per_cell_um": 9.42,
        "drcViolationCount": 0,
        "drt-pass1-iter-count": 2,
        "vias_per_cell": 2.33,
        "routed_wl_um": 1350,
        "antennaDiodeCount": 0,
        "wl_met2_um": 629,
        "route.met3.wl_um": 46,
        "ant_nets": 0,
        "top_layer": "met4",
    },
    "cts": {
        "ctsResizeCount": 0,
        "cts_tree": "yes",
        "clkLatencyLatePin_ns": 0.24,
        "cts_buffers": 3,
        "cts.sinks": 20,
        "h-tree-depth": 1,
        "path_clk_slew_ns": 0.06,
        "postCtsHoldBufs": 0,
        "post_cts.repair.setup_buffers": 0,
        "clk_path_buf_depth": 2,
        "cts.root.buffer_cell": "clkbuf_8",
    },
    "global_routing": {
        "grt.total_usage": 0.0236,
        "grt_pass1_vias": 393,
        "grt_overflow": 0,
        "grt_pass1_wl_um": 2130,
        "grt_start_max_net_pins": 11,
        "antenna_found_initial": 0,
    },
    "yosys": {
        "logic_family": "multiplexers",
        "ys_ff": 20,
        "fa_ha_area_frac": 0,
        "synthesis.instances": 30,
        "ys.warnings.count": 1,
        "yosys.area_share.xor_xnor": 0,
        "simple_gate_share": 0.0473,
        "yosysChipArea_um2": 741,
        "compound_area_frac": 0,
        "ys_seq_share": 0.811,
        "largest_area_cell": "edfxtp_1",
        "synth.distinct_cells": 7,
        "ys_cells": 30,
        "mappedNetlistArea_um2": 741,
        "synthMuxAreaShare": 0.122,
        "yosys.area.top_type_share": 0.811,
        "syn-mean-instance-area_um2": 24.7,
        "area_leaders": "edfxtp_1, mux4_2, and3b_2, buf_6, and3_2",
    },
    "layout": {
        "drive_gt1_frac": 0.250,
        "lay_top_count": "edfxtp_1",
        "instances_no_fill": 143,
        "regArea_um2": 601,
        "final_cell_mix": "edfxtp_1, clkdlybuf4s50_1, mux4_2",
        "fill_cells": 813,
        "logic_area_um2": 125,
        "area.growth.synth_to_final_pct": 36.7,
    },
    "sta": {
        "fmax_ghz": 0.582,
        "tightest_slew_ns": 0.406,
        "fin_ws_ns": 0.382,
        "clock_skew_ns": 0.000430,
        "worst_slew_margin_rel": 0.728,
        "finalClockPeriodUsage": 0.818,
        "setup_viol": 0,
        "rsz0062_at_grt": "false",
        "tns_ns": 0,
        "hold_violations": 0,
        "fin_crit_ns": 1.72,
        "finalMaxSlewViolations": 0,
    },
    "hold_path": {
        "hold_path_depth": 1,
        "holdCritPathClass": "flip-flop to flip-flop",
    },
    "placement": {
        "dp_hpwl_um": 1100,
        "portBuffers": 11,
        "finalWeightedCongestion": 0.696,
        "pre_cts_slack_ns": 0.0909,
        "dpl.cell_count": 140,
    },
    "outcome": {
        "status": "complete, no violations",
    },
    "job": {
        "openroad.warnings": 25,
        "cap_violations": 0,
    },
}
[cell families (layout without fill, tap and decap cells)]
family / after synthesis / in the layout
flip-flops: 20 / 20
multiplexers: 4 / 4
buffers and inverters: 2 / 16
AND/OR/NAND/NOR: 4 / 4
[flip-flops by register name, indices dropped and copies added, names as in the netlist]
register  count
mem          16
dout          4
[layer usage]
layer | global-route usage | vias to the layer above
li1 | - | 152
met1 | 0.0302 | 167
met2 | 0.0384 | 12
met3 | 0.00489 | 2
met4 | 0.00967 | 0
met5 | 0 | -
[synth_stat cells]
master and number:
buf_6 1, inv_1 1, mux4_2 4, and3b_2 2, edfxtp_1 20, and3_2 1
nor3b_1 1
[stage by stage]
| stage | area, um^2 | utilization | hold slack [ns] |
|---|---|---|---|
| floorplan | 741 | - | 0.519 |
| global placement | 971 | 0.135 | 0.619 |
| detailed placement | 971 | 0.135 | 0.629 |
| CTS | 1010 | 0.140 | 0.644 |
| global route | 1010 | 0.140 | 0.654 |
| finish | 1010 | 0.140 | 0.639 |
[power by group through the flow]
| stage | clock (mW) | combinational, mW | sequential [mW] |
|---|---|---|---|
| 5_1_grt | 0.257 | 0.0619 | 0.471 |
| 6_report | 0.228 | 0.0566 | 0.469 |
| 4_1_cts | 0.237 | 0.0578 | 0.469 |
[area by class of cell]
type | instances | area share
Clock buffer | 3 | 0.0408
Inverter | 1 | 0.00371
Multi-Input combinational cell | 8 | 0.124
Sequential cell | 20 | 0.593
Tap cell | 99 | 0.122
Timing Repair Buffer | 12 | 0.116
[path summary, 6_finish.rpt]
path	startpoint	endpoint	slack (ns)
max	addr[0]	dout[3]	0.38
min	mem[2][2]	dout[2]	0.64
max reg2reg	mem[3][0]	dout[0]	0.99
min reg2reg	mem[2][2]	dout[2]	0.64
Power and IR drop assume default switching activity.
