==> ./design.v <==
module uart_tx(clk,reset,tx_start,tx_data,tx,tx_busy);
input wire clk;           
input wire reset;         
input wire tx_start;     
input wire [7:0] tx_data;  
output reg tx;           
output reg tx_busy;        
parameter CLK_FREQ = 50000000;  
parameter BAUD_RATE = 9600;     
localparam BAUD_PERIOD = CLK_FREQ / BAUD_RATE;  
reg [15:0] baud_counter = 0;
reg [3:0] bit_index = 0;
reg [9:0] shift_reg = 10'b1111111111;
always @(posedge clk or posedge reset) 
begin
if (reset) 
begin
tx <= 1'b1;
tx_busy <= 1'b0;
baud_counter <= 0;
bit_index <= 0;
shift_reg <= 10'b1111111111;
end 
else 
begin
if (tx_busy) 
begin
if (baud_counter == BAUD_PERIOD - 1) 
begin
baud_counter <= 0;
tx <= shift_reg[0];
shift_reg <= {1'b1,shift_reg[9:1]};
if (bit_index < 9)
bit_index <= bit_index + 1;
else 
begin
bit_index <= 0;
tx_busy <= 1'b0;
end
end 
else
baud_counter <= baud_counter + 1;
end 
else if (tx_start) 
begin
shift_reg <= {1'b1,tx_data,1'b0};
tx_busy <= 1'b1;
bit_index <= 0;
baud_counter <= 0;
end
end
end
endmodule
==> ./run.sh <==
#!/bin/bash
# OpenROAD 26Q1-2900-gdf79404cd8, Yosys 0.63+post, stock flow scripts
make -C /OpenROAD-flow-scripts/flow DESIGN_CONFIG=/design/flow/config.mk WORK_HOME=/design/flow/orfs finish
==> ./config.mk <==
export PLATFORM = sky130hd
export DESIGN_NAME = uart_tx
export DESIGN_NICKNAME = uart_tx
export VERILOG_FILES = /design/flow/design.v
export SDC_FILE = /design/flow/constraint.sdc
export NUM_CORES = 4
export LEC_CHECK = 1
export CORE_UTILIZATION = 40
==> ./constraint.sdc <==
current_design uart_tx

set clk_period 2.9
set clk_io_pct 0.2

create_clock -name clk0 -period $clk_period [get_ports {clk}]

set non_clock_inputs [all_inputs -no_clocks]
set_input_delay [expr $clk_period * $clk_io_pct] -clock clk0 $non_clock_inputs
set_output_delay [expr $clk_period * $clk_io_pct] -clock clk0 [all_outputs]
==> run_results.csv <==
group,metric,value,unit
worst_setup_path,worst_reg_to_reg_cells,5,
finish,tally_of_filler_cells_in_the_layout,364,
route,post_drt_via_cell_ratio,5.86,
worst_setup_path,timing.rr.start,"baud_counter[0]$_DFFE_PP0P_",
route,detail_route.drc_violations,0,
worst_setup_path,r2r_end,"shift_reg[1]$_DFFE_PP1P_",
timing,report.final.setup_viol,0,
floorplan,boundaryPins,13,
pwr,power_per_cell_area,614,nW/um^2
timing,tns,0,ns
pwr,vdd_ir_drop_max,0.420,mV
worst_setup_path,timing.critical_path.required,3.11,ns
floorplan,core.rowCount,23,
finish,fraction_of_layout_cells_with_a_size_suffix_above_1,21.8,%
worst_setup_path,worst_path_max_delay_cell,"sky130_fd_sc_hd__a21o_1",
timing,fin_crit,2.15,ns
yosys,synth.avg_cell_area,10.6,um^2
yosys,synth_area,1760,um^2
yosys,synth.yosys.chip_area,1760,um^2
yosys,synthCells,166,
worst_hold_path,worst_hold_path_type,"reg -> reg",
yosys,post_synth_num_cell_types,47,
yosys,number_of_enable_type_register_cells_in_the_synthesized_netlist,0,
yosys,number_of_cells_in_the_yosys_synthesis_report,166,
worst_setup_path,crit_path_end_kind,"flop",
yosys,synth_top_flop_cell,"sky130_fd_sc_hd__dfrtp_1",
route,routed-via-count,1343,
grt,antenna_found_initial,0,
worst_setup_path,cp_cell_sequence,"ha_1 -> and4b_4 -> and4_4 -> a21o_1 -> mux2_4",
route,detail_route.wl_per_cell,15.4,um
grt,grt-ovfl-total,0,
cts,holdBufCountCts,0,
route,post_detailed_route_count_of_antenna_violating_nets,0,
placed_design,port-buffer-count,12,
yosys,yosys.cell_count.top_type,"sky130_fd_sc_hd__dfrtp_1",
worst_setup_path,worst-endpoint-arrival,2.36,ns
cts,worst_skew_pair.late_latency,0.28,ns
pwr,power.total,1.23,mW
timing,max_slew_margin,50.9,%
timing,rsz0062_at_grt,"false",
worst_setup_path,crit_type,"reg -> reg",
yosys,post_synth_main_area_contributors,"sky130_fd_sc_hd__dfrtp_1 30%, sky130_fd_sc_hd__dfstp_2 15%, sky130_fd_sc_hd__mux2_4 6.0%",
route,first_pass_iters,4,
run,cap_viol_max_count,0,
route,drt_wl_total,3520,um
yosys,synth-async-reset-ratio,100,%
cts,post_cts_buffers,0,
timing,timing_max_transition_violations_final,0,
run,log.warning_count,26,
cts,cts_inserted_buffers,5,
placed_design,hpwl,2320,um
grt,global_route_wire_length_before_repair,6110,um
cts,cts_root_buf,"sky130_fd_sc_hd__clkbuf_8",
timing,worst_max_slew_pin_slew,0.734,ns
cts,clock_tree_from_tritoncts,"yes",
finish,area_growth_syn_to_layout,13.6,%
yosys,synthesis.yosys.warnings,1,
cts,htree_num_levels,2,
floorplan,core_region_area,4120,um^2
cts,cts_resized,0,
cts,cts.sink_count,31,
placed_design,gpl.final_weighted_congestion,0.856,
status,outcome,"complete, no violations",
route,first_iter_violations,85,
finish,design_area,2000,um^2
worst_setup_path,cp_max_fo,16,
yosys,post-synth-top-area-fraction,29.9,%
pwr,total_leakage_power,0.832,nW
worst_setup_path,critical_path.max_stage_delay,0.47,ns
yosys,common_cells,"21 x sky130_fd_sc_hd__dfrtp_1, 12 x sky130_fd_sc_hd__inv_1, 11 x sky130_fd_sc_hd__a31oi_1",
worst_setup_path,rrSetupSlack,0.75,ns
worst_hold_path,hold_depth,1,
floorplan,chip_area,4670,um^2
cts,clk_pin_slew,0.06,ns
placed_design,placed_area,1900,um^2
grt,grt_max_degree,32,
timing,finalClockSkew,0.00372,ns
route,route.antenna.diode_count,0,
yosys,yosys_register_bits,31,
timing,min_period_over_period,74.1,%
grt,first_global_vias,1256,
finish,comb_area,861,um^2
grt,globalRouteTotalUtil,18.3,%
worst_hold_path,hold_path_sink,"baud_counter[11]$_DFFE_PP0P_",
timing,report.final.hold_viol_count,0,
floorplan,core_util_floorplan,42.8,%
floorplan,fp.dieW,68.3,um
timing,clock.fmax,465,MHz
finish,number_of_flip_flops_under_the_largest_register_name,16,
worst_setup_path,crit_path_start_kind,"flop",
yosys,cell_type_with_the_highest_aggregate_area_in_the_netlist,"sky130_fd_sc_hd__dfrtp_1",
finish,combined_flip_flop_and_latch_cell_area,788,um^2
cts,cts-root-to-sink-buffers,2,
yosys,ys_seq_share,44.8,%
floorplan,chipHeight,68.3,um
worst_hold_path,min_from,"baud_counter[11]$_DFFE_PP0P_",
-- worst max-delay path, delay by kind of cell (launching register included) --
| kind | cells | cell delay [ns] |
|---|---|---|
| adders and majority gates | 1 | 0.25 |
| muxes | 1 | 0.35 |
| and+or+nand+nor | 2 | 0.61 |
| DFF | 1 | 0.41 |
| AOI/OAI and AO/OA | 1 | 0.47 |
-- power breakdown --
part,switching [mW],total (mW),internal [mW]
sequential,0.115,0.640,0.524
clock,0.155,0.372,0.216
combinational,0.0923,0.216,0.123
-- worst max path at each step --
stage	startpoint	endpoint	slack [ns]	cells past startpoint
6_report	baud_counter[0]$_DFFE_PP0P_	shift_reg[1]$_DFFE_PP1P_	0.75	5
5_1_grt	baud_counter[0]$_DFFE_PP0P_	shift_reg[1]$_DFFE_PP1P_	0.61	5
4_1_cts	baud_counter[0]$_DFFE_PP0P_	shift_reg[2]$_DFFE_PP1P_	0.76	5
-- routing by layer --
metal	GRT usage, %	vias to the layer above	wire length (um)
met1	31.4	638	1780
met5	0	-	0
li1	-	649	-
met4	2.86	0	46
met2	25.1	51	1470
met3	3.55	5	219
-- through the flow --
| step | utilization, % | worst slack, ns | std cells | hold WS (ns) |
|---|---|---|---|---|
| detailed placement | 46.2 | 0.723 | 221 | 0.504 |
| finish | 48.6 | 0.750 | 229 | 0.523 |
| floorplan | - | 1.08 | 166 | 0.466 |
| global placement | 46.2 | 0.739 | 221 | 0.515 |
| global route | 48.6 | 0.608 | 229 | 0.555 |
| CTS | 48.6 | 0.764 | 229 | 0.520 |
-- cells by family (layout without fill, tap and decap cells) --
kind of cell               count (synthesis)  after routing  synth area share [%]
AOI/OAI and AO/OA                         38             38                  15.3
xor gates and xnor gates                   2              2                 0.995
adders and majority gates                  3              3                  2.13
buffers and inverters                     22             35                  6.33
DFF                                       31             31                  44.8
muxes                                     17             17                  12.2
and+or+nand+nor                           53             53                  18.3
-- cells in the final DEF (no fill, tap or decap), drive strengths merged, types with 6 or more instances in the layout --
cell type	count
dfrtp	21
mux2	15
inv	12
clkdlybuf4s50	12
a31oi	11
nand3	10
dfstp	10
clkbuf	8
nor4	7
nand4	6
-- final cells by class --
class                   instances  area share [%]
clock buffers                   8            5.01
multi-input cells             113            43.1
repair buffers                 15            7.13
flip-flops and latches         31            39.4
well taps                      50            3.13
inverters                      12            2.25
Power and IR drop assume default switching activity.
