[./design.v]
module bmux_4x4(A,B,P);
input  [3:0] A;   
input  [3:0] B;   
output reg [7:0] P;   
reg [3:0] multi1;
reg [3:0] mltpy;
reg [7:0] prd;
integer i;
    always@(A,B) 
     begin
        prd=8'b0; 
        multi1=A;
        mltpy=B;
        for(i=0;i<4;i=i+1) 
begin
            if (mltpy[0])      
                prd=prd+(multi1<<i);     
            mltpy = mltpy>> 1;    
        end
        P=prd;  
    end
endmodule      
[./config.mk]
export PLATFORM = sky130hd
export DESIGN_NAME = bmux_4x4
export DESIGN_NICKNAME = bmux_4x4
export VERILOG_FILES = /design/flow/design.v
export SDC_FILE = /design/flow/constraint.sdc
export NUM_CORES = 4
export LEC_CHECK = 1
export CORE_AREA = 10 10 70 70
export DIE_AREA = 0 0 80 80
[./constraint.sdc]
current_design bmux_4x4

set clk_period 6.0
set clk_io_pct 0.2

create_clock -name clk0 -period $clk_period

set non_clock_inputs [all_inputs -no_clocks]
set_input_delay [expr $clk_period * $clk_io_pct] -clock clk0 $non_clock_inputs
set_output_delay [expr $clk_period * $clk_io_pct] -clock clk0 [all_outputs]
[./run.sh]
#!/bin/bash
# OpenROAD 26Q1-2900-gdf79404cd8, Yosys 0.63+post, stock flow scripts
make -C /OpenROAD-flow-scripts/flow DESIGN_CONFIG=/design/flow/config.mk WORK_HOME=/design/flow/orfs finish
==> impl_metrics.env <==
# flow metrics
export IMPL_via_count=662
export IMPL_ys_types=25
export IMPL_grt_pass1_vias=713
export IMPL_area_delta_synth_final_pct=82.5
export IMPL_fmax_mhz=172
export IMPL_fp_util=0.169
export IMPL_antenna_found_initial=0
export IMPL_cp_cell_sequence="dlygate4sd2_1 > and2_4 > ha_4 > inv_2 > fa_2 > xnor2_1 > nand2_1 > xor2_2 > inv_2 > buf_4 > buf_4 > buf_4 > buf_4 > buf_4 > buf_4 > buf_4 > buf_4 > buf_4 > buf_4 > buf_4 > buf_4 > a21oi_2 > clkdlybuf4s50_1"
export IMPL_detail_route_antenna_nets=0
export IMPL_seq_cell_count=0
export IMPL_overflow=0
export IMPL_crit_path_max_incr_delay_ns=0.47
export IMPL_n_antenna_cell=0
export IMPL_worst_pin_slew_ns=0.427
export IMPL_first_iter_violations=12
export IMPL_period_used=0.967
export IMPL_die_height_um=80
export IMPL_max_slew_margin=0.714
export IMPL_drc=0
export IMPL_fp_dieW_um=80
export IMPL_drv_cap=0
export IMPL_wl_per_cell_um=10.9
export IMPL_setup_ws_ns=0.197
export IMPL_ys_cells=73
export IMPL_flop_area_um2=0
export IMPL_status="finished clean"
export IMPL_rows=21
export IMPL_ios=16
export IMPL_path_max_fanout=3
export IMPL_dr_pass1_iters=2
export IMPL_arrival_ns=4.60
export IMPL_fin_hold_ws_ns=3.23
export IMPL_hold_buffers=0
export IMPL_worstHoldPathType="in2out"
export IMPL_syn_inst=73
export IMPL_wl_um=1760
export IMPL_simple_gate_area_frac=0.136
export IMPL_die_area_um2=6400
export IMPL_grt_use_total=0.0561
export IMPL_cp_buffers_inverters=16
export IMPL_pre_cts_slack_ns=-0.447
export IMPL_clkbuf_count=0
export IMPL_avgSynthCellArea_um2=7.92
export IMPL_vdd_drop_max_mv=0.0471
export IMPL_worst_path_most_repeated_cell="buf_4"
export IMPL_crit_type="in2out"
export IMPL_place_inst=146
export IMPL_period_needed_ns=5.80
export IMPL_mux_share=0.128
export IMPL_drive_gt1_frac=0.409
export IMPL_setup_violations=0
export IMPL_core_area_um2=3420
export IMPL_endpoint_kind="output pin"
export IMPL_ys_area_um2=578
export IMPL_ys_warn_count=1
export IMPL_start_kind="primary input"
export IMPL_crit_family="buffers and inverters"
export IMPL_grt_max_degree=12
export IMPL_tool_warnings=33
export IMPL_critPathRequiredTime_ns=4.80
export IMPL_postLayoutCoreUtil=0.309
export IMPL_synth_logic_top_family="adder cells"
export IMPL_adder_share=0.342
export IMPL_rsz0062_at_grt="no"
export IMPL_seq_area_frac_synth=0
export IMPL_final_cells=161
export IMPL_pwr_density_cell_nw_per_um2=115
export IMPL_gp_congestion=0.823
export IMPL_netlist_area_um2=578
export IMPL_hold_viol=0
export IMPL_p_leak_uw=0.000528
export IMPL_grt_pass1_wl_um=3080
export IMPL_dp_hpwl_um=1280
export IMPL_synthAoiAreaFrac=0.225
export IMPL_power_uw=122
export IMPL_ys_sh_xor=0.104
export IMPL_slew_violations=0
export IMPL_port_buffers=16
export IMPL_via_per_inst=4.11
export IMPL_crit_path_top_delay_cell="clkdlybuf4s50_1"
[tightest hold or removal path, delay by kind of cell]
| family | cells | cell delay [ns] |
|---|---|---|
| AND-OR/OR-AND | 2 | 0.15 |
| adder cells (fa/ha/maj) | 1 | 0.18 |
| buffers and inverters | 3 | 0.41 |
| AND/OR/NAND/NOR | 1 | 0.10 |
[per-stage QoR]
step	area, um^2	setup TNS, ns
after floorplan	578	0
after global placement	886	-1.37
after detailed placement	886	-1.55
after CTS	1030	0
after global routing	1050	0
final	1050	0
[cells in the mapped netlist, drive strengths merged]
cell     n  area (um^2)
a221oi   1         8.76
a211oi   1         7.51
nand2    7         26.3
a22oi    1         7.51
o21ai    2         10.0
xnor2    2         17.5
nor2     1         3.75
a21o     3         22.5
o21bai   1         7.51
inv      8         30.0
nor2b    2         12.5
mux2     3         33.8
nand3    1         5.00
mux2i    4         40.0
clkbuf   2         7.51
xor2     4         42.6
nand2b   3         18.8
fa       3         60.1
o21a     3         22.5
a21oi    8         43.8
and2     2         12.5
ha      11          138
[area by class of cell]
| class | instances | area [um^2] |
|---|---|---|
| tap | 46 | 57.6 |
| timing repair buffer | 44 | 369 |
| multi-input combinational | 63 | 598 |
| inverter | 8 | 30.0 |
| fill | 349 | 2360 |
[repair_timing]
| item | in CTS | in global routing |
|---|---|---|
| setup endpoints to repair | 4 | 5 |
| buffers inserted | 14 | 1 |
| pin swaps | 16 | 10 |
| gates resized | 20 | 6 |
[layer usage]
metal,GRT usage,share of wire,wire length (um)
met1,0.0759,0.50,883
met2,0.0939,0.44,780
met3,0.0102,0.049,87
met4,0.00352,0.0045,8
met5,0,0,0
[placed cells by master, fill, tap and decap left out, types with 2 or more instances in the layout]
master           count
dlymetal6s2s_1       2
inv_2                2
xor2_1               3
dlygate4sd2_1        5
inv_1                6
nand2_1              6
nand2b_1             3
xnor2_1              2
a21oi_2              4
ha_4                 2
nor2b_1              2
fa_2                 2
mux2i_1              3
o21ai_1              2
a21o_1               3
ha_1                 8
a21oi_1              4
mux2_2               3
o21a_1               3
buf_4               28
clkdlybuf4s50_1      8
[power breakdown]
| group | switching [uW] | total, uW | leakage [uW] | internal [uW] |
|---|---|---|---|---|
| Sequential | 0 | 0 | 0 | 0 |
| Combinational | 48.0 | 122 | 0.000528 | 73.7 |
| Clock | 0 | 0 | 0 | 0 |
| Total | 48.0 | 122 | 0.000528 | 73.7 |
[final timing paths]
kind / cells after the start / endpoint / slack, ns / from
max: 23 / P[3] / 0.20 / B[0]
min: 7 / P[7] / 3.23 / A[2]
[cell families (layout without fill, tap and decap cells)]
logic type      after synthesis  count (layout)
compound gates               20              20
xor+xnor                      6               6
fa+ha+maj                    14              14
buf+inv                      10              52
mux                           7               7
simple gates                 16              16
Power figures rest on the tool's default switching activity, not on a simulated workload.
